$ cat design/flow/run.sh
#!/bin/bash
# OpenROAD 26Q1-2900-gdf79404cd8, Yosys 0.63+post, stock flow scripts
make -C /OpenROAD-flow-scripts/flow DESIGN_CONFIG=/design/flow/config.mk WORK_HOME=/design/flow/orfs finish
$ cat design/flow/config.mk
export PLATFORM = sky130hd
export DESIGN_NAME = ALU
export DESIGN_NICKNAME = ALU
export VERILOG_FILES = /design/flow/design.v
export SDC_FILE = /design/flow/constraint.sdc
export NUM_CORES = 4
export LEC_CHECK = 1
export CORE_UTILIZATION = 30
$ cat design/flow/constraint.sdc
current_design ALU

set clk_period 13.0
set clk_io_pct 0.2

create_clock -name clk0 -period $clk_period

set non_clock_inputs [all_inputs -no_clocks]
set_input_delay [expr $clk_period * $clk_io_pct] -clock clk0 $non_clock_inputs
set_output_delay [expr $clk_period * $clk_io_pct] -clock clk0 [all_outputs]
$ cat design/flow/design.v
module ALU(A,B,ALUcontrol,Res);
input [31:0]A,B;
input [2:0]ALUcontrol;
output [31:0] Res;
wire [31:0]andout,orout,notb,mux1,adder,mainmux;
assign andout=A&B;
assign orout=A|B;
assign notb=~B;
assign mux1=(ALUcontrol[0]==1'b0)?B:notb;
assign adder=A+mux1+ALUcontrol[0];
assign mainmux= (ALUcontrol[1:0]==2'b00)?adder :
                (ALUcontrol[1:0]==2'b01)?adder :
                (ALUcontrol[1:0]==2'b10)?andout :orout;
assign  Res=mainmux;
endmodule
==> summary.rpt <==
PHYSICAL IMPLEMENTATION REPORT
----------------------------------------------------
[Critical path]
  Crit path max fanout ........................ 34
  Critical path launch point type ........................ input port
  Critical Path Max Stage Delay ........................ 0.58 ns
  Type of the worst setup path ........................ in -> out
  Crit path max-delay cell type ........................ buf_2
  Critical Path AT ........................ 7.02 ns
  Endpoint class of the critical path ........................ output port
  WP data required ........................ 10.40 ns
  Cells along the critical path ........................ buf_2 -> buf_4 -> xor2_1 -> inv_1 -> fa_1 -> nor2b_1 -> o2111ai_1 -> a31oi_1 -> o21a_1 -> a31oi_1 -> o21ai_0 -> nand3_1 -> a32oi_1 -> xor2_1 -> o21a_1 -> clkdlybuf4s50_1

[Detailed routing]
  DR WL/cell ........................ 12.4 um
  Detailed-router iteration count before antenna repair ........................ 4
  Remaining antenna violation count ........................ 0
  Final routed DRC violation total ........................ 0
  Via Count ........................ 2855
  Violation tally from detailed-route iteration zero ........................ 126
  Via-per-instance ratio ........................ 5.13
  Antenna diode count ........................ 0
  Post-detailed-routing wire length ........................ 6890 um

[Yosys]
  Number of instances in the synthesized netlist ........................ 366
  Count of instantiated cells in the yosys netlist ........................ 366
  Yosys stat chip area ........................ 2600 um2
  Share of synthesized area occupied by flip-flops and latches ........................ 0%
  Mapped cell area ........................ 2600 um2
  Number of warning messages in the yosys log ........................ 0
  Avg Inst Size Synth ........................ 7.10 um2
  Library cells used by synthesis ........................ 50

[Power]
  Gate power share ........................ 100.0%
  Net load switching power ........................ 0.0000970 W
  Power density over cell area ........................ 58.3 nW/um2
  Largest voltage drop on the vdd net ........................ 0.0276 mV
  Tot Pwr ........................ 0.000213 W
  Reg power frac ........................ 0%
  Reported leakage power ........................ 1.49 nW
  Internal power consumption ........................ 0.000116 W
  Proportion of power drawn by the clock network ........................ 0%
  Net Sw Frac ........................ 45.5%

[Finish]
  Share of final-layout standard cells stronger than drive strength 1 ........................ 3.55%
  Storage element area ........................ 0 um2
  Most instantiated logic cells after routing ........................ 96 x clkdlybuf4s50_1, 44 x nand2_1, 42 x xor2_1
  Number of inserted filler cells in the final layout ........................ 854
  Layout clock buffer count ........................ 0
  Count of non-filler cells in the finished layout ........................ 556
  Number of sequential cells in the layout ........................ 0
  Area growth from synthesis to final layout ........................ 40.5%
  Most used logic cell in the final layout ........................ clkdlybuf4s50_1

[Min path]
  HP Class ........................ in -> out
  Hold path startpoint ........................ ALUcontrol[1]
  Destination of the worst hold path ........................ Res[7]
  Min-Delay Path Depth ........................ 5

[Final timing]
  Transition time of the tightest slew-check pin ........................ 0.762 ns
  Max Slew Vio Count ........................ 0
  Tmin final ........................ 9.62 ns
  Final clock period utilization by the worst path ........................ 74.0%
  Setup_tns ........................ 0 ns
  Fmax ........................ 104 MHz
  Slew Limit Headroom ........................ 49.2%
  Unrepaired setup endpoints after global routing ........................ no
  Final tally of hold violations ........................ 0
  Number of setup violations in the final report ........................ 0
  Hold Slack ........................ 6.17 ns

[Floorplan]
  Core Box Area ........................ 8300 um2
  Floorplan die height ........................ 95.1 um
  Horizontal die size ........................ 95.1 um
  Site Rows ........................ 33
  Top-level I/O count ........................ 99
  Full die area ........................ 9040 um2
  Initial Util ........................ 31.3%

[Global routing]
  GRT Overall Usage ........................ 14.9%
  Global-route wire length before repair ........................ 11200 um
  Pin count of the biggest net entering global routing ........................ 67
  Antenna violations before repair ........................ 0
  Total congestion overflow after global routing ........................ 0
  Via count of the first global-routing pass ........................ 2559

[Clock network]
  Cell resize tally after clock tree synthesis ........................ 0
  Post-cts hold buffer count ........................ 0
  Setup Fix Bufs, Post-CTS ........................ 0

[Flow run]
  Max-cap violations ........................ 0
  Number of logged tool warnings ........................ 36

[Placed design]
  Routability congestion estimate from global placement ........................ 0.928
  Cell Count Post-Placement ........................ 556
  Port Buffer Count ........................ 98
  Estimated wirelength of the detail-placed design ........................ 5550 um

[Run status]
  Status ........................ complete, no violations

----------------------------------------------------
## power groups by stage
stage                 combinational (W)  sequential, W  clock [W]
after global routing           0.000238              0          0
after CTS                      0.000215              0          0
final                          0.000213              0          0
## worst max-delay path by stage
stage                         start  endpoint  slack, ns  depth (start not counted)
final                 ALUcontrol[0]   Res[28]       3.38                         16
after global routing  ALUcontrol[0]   Res[24]       3.04                         16
after CTS             ALUcontrol[0]   Res[28]       3.39                         16
## per-layer routing
metal,global-route usage [%],vias to the layer above,routed length [um]
met1,23.0,1265,3610
met2,23.9,73,2900
met5,0,-,0
met4,0,0,0
met3,1.38,0,372
li1,-,1517,-
## Yosys cell counts, drive strengths merged (10+ instances only)
| master | count | area (um2) |
|---|---|---|
| maj3 | 28 | 280 |
| a21o | 14 | 105 |
| inv | 10 | 37.5 |
| xnor2 | 13 | 114 |
| nor2 | 15 | 56.3 |
| nand2 | 44 | 165 |
| a21oi | 25 | 136 |
| xor2 | 42 | 368 |
| clkbuf | 14 | 52.6 |
| o21ai | 39 | 199 |
| nand3 | 10 | 50.1 |
| ha | 33 | 413 |
## kinds of logic after synthesis
family          count (synthesis)  synth area share (%)
compound gates                121                  30.7
simple gates                  101                  18.5
fa+ha+maj                      62                  27.4
xor+xnor                       55                  18.5
buf+inv                        25                  3.90
mux                             2                 0.962
## area by class of cell
| type | count | area, um2 | share of cell area [%] |
|---|---|---|---|
| Multi-Input combinational cell | 341 | 2500 | 68.4 |
| Tap cell | 105 | 131 | 3.60 |
| Timing Repair Buffer | 100 | 986 | 27.0 |
| Inverter | 10 | 37.5 | 1.03 |
## stage by stage
| stage | utilization [%] | setup slack, ns | area, um2 |
|---|---|---|---|
| floorplan | - | 4.53 | 2600 |
| global placement | 44.0 | 3.42 | 3650 |
| detailed placement | 44.0 | 3.41 | 3650 |
| CTS | 44.0 | 3.39 | 3650 |
| global route | 44.0 | 3.04 | 3650 |
| finish | 44.0 | 3.38 | 3650 |
## worst max-delay path: cells and delay by family
family / cells / cell delay [ns]
xor+xnor: 2 / 0.40
fa+ha+maj: 1 / 0.43
compound gates: 7 / 1.62
buf+inv: 4 / 1.61
simple gates: 2 / 0.32
Power is estimated from default activity; no workload was simulated.
