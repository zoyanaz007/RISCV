### run.sh
#!/bin/bash
# OpenROAD 26Q1-2900-gdf79404cd8, Yosys 0.63+post, stock flow scripts
make -C /OpenROAD-flow-scripts/flow DESIGN_CONFIG=/design/flow/config.mk WORK_HOME=/design/flow/orfs finish
### config.mk
export PLATFORM = sky130hd
export DESIGN_NAME = register_file
export DESIGN_NICKNAME = register_file
export VERILOG_FILES = /design/flow/design.v
export SDC_FILE = /design/flow/constraint.sdc
export NUM_CORES = 4
export LEC_CHECK = 1
export CORE_UTILIZATION = 40
### constraint.sdc
current_design register_file

set clk_period 8.7
set clk_io_pct 0.2

create_clock -name clk0 -period $clk_period [get_ports {clk}]

set non_clock_inputs [all_inputs -no_clocks]
set_input_delay [expr $clk_period * $clk_io_pct] -clock clk0 $non_clock_inputs
set_output_delay [expr $clk_period * $clk_io_pct] -clock clk0 [all_outputs]
### design.v
module register_file(A2,A1,A3,WE3,rst,clk,WD3,RD1,RD2);
input [4:0]A1,A2,A3;
input WE3,clk,rst;
input [31:0]WD3;
output [31:0]RD1,RD2;
reg [31:0] registers [31:0];  
assign RD1=(!rst)?32'h00000000:registers[A1];
assign RD2=(!rst)?32'h00000000:registers[A2];
always @(posedge clk) 
begin
if(WE3) 
begin 
    registers[A3]<=WD3;
end
end
endmodule
==> flow_summary_export.csv <==
group,metric,value,unit
cells_and_area,fin_util,46.4,%
routing,dr.pass1.iters,5,
timing,hold_viol_final,0,
synthesis,yosys.cell_types.count,29,
cells_and_area,instances_no_fill,4081,
routing,via_per_inst,6.53,
worst_setup_path,critPathKind,"in2out",
power_and_ir_drop,pwr-share-clk,41.9,%
floorplanning,core,0.117,mm^2
synthesis,synthArstFlopShare,0,%
worst_hold_path,min-delay-start,"WD3[26]",
timing,tightestPinTransition,1.14,ns
timing,max_freq,0.143,GHz
synthesis,top_cell_area_share,65.1,%
clock_network,cts_tree,"yes",
timing,fin_crit_sh,80.1,%
cells_and_area,syn2layout_area_growth,14.5,%
synthesis,ys.flop_type,"edfxtp_1",
cells_and_area,n_fill_cell,9407,
floorplanning,fp_util,40.5,%
clock_network,cts_buffers,106,
routing,wl_per_cell,37.0,um
synthesis,ys.flops,1024,
placement,pre_cts_ws,1.80,ns
synthesis,yosysCellCount,2324,
synthesis,ys_chip_area,0.0473,mm^2
cells_and_area,logic_area,0.0158,mm^2
worst_setup_path,critPathCaptureType,"output port",
grt,grt_pass1_vias,30330,
clock_network,cts_setup_buffers,0,
grt,grt.total_usage,28.0,%
power_and_ir_drop,power_switching,2.53,mW
timing,rsz0062_at_grt,"false",
routing,drcViolationCount,0,
clock_network,cts_sinks,1024,
worst_setup_path,crit_path_max_fanout,39,
routing,wl,151,mm
worst_setup_path,critical_path.startpoint_type,"input port",
synthesis,synth.cells.most_frequent,"edfxtp_1 (1024), mux4_2 (448), mux2_2 (128), mux2i_1 (128), clkbuf_1 (103)",
clock_network,holdBufCountCts,0,
synthesis,syn_area_per_cell,20.3,um^2
worst_hold_path,min_path_type,"in2reg",
placement,port_buffers,113,
timing,finalMaxSlewViolations,0,
worst_hold_path,whs_path_depth,2,
routing,antenna_left,0,
clock_network,cts_resized,0,
floorplanning,num_io_pins,114,
placement,place.gp.congestion,0.894,
timing,max-slew-margin-rel,24.0,%
synthesis,synth.area.top_cells,"edfxtp_1 (65%), mux4_2 (21%), mux2_2 (3.1%)",
clock_network,clockBufferDepth,3,
clock_network,clkTransAtPathRegs,0.06,ns
synthesis,yosys_warnings,1,
grt,antenna_found_initial,4,
grt,grt_pass1_wl,216,mm
placement,dp_cells,3875,
synthesis,most_common_cell,"edfxtp_1",
routing,drt_iter0_drc,1601,
routing,vias,26649,
floorplanning,rows,125,
synthesis,ys_seq_share,65.1,%
timing,fin_tns_setup,0,ns
power_and_ir_drop,pwr_density_cell,206,mW/mm^2
timing,setup_viol_count_final,0,
power_and_ir_drop,p_int,8.62,mW
cells_and_area,reg_top3,"registers x1024",
power_and_ir_drop,power_leakage,16.7,nW
cells_and_area,drive_gt1_share,36.0,%
flow_run,maxCapViolations,0,
clock_network,cts_root_buf,"clkbuf_16",
timing,worst_slack,1.73,ns
worst_setup_path,cp.required,6.96,ns
clock_network,htree_levels,3,
power_and_ir_drop,combinationalPowerShare,8.6,%
outcome,status,"finished, final reports clean",
power_and_ir_drop,peakVddDrop,0.156,mV
synthesis,synth-edff-count,1024,
floorplanning,die_h,346,um
flow_run,tool_warnings,26,
synthesis,syn-cell-area,0.0473,mm^2
power_and_ir_drop,switching_share,22.7,%
placement,dp_hpwl,87.5,mm
cells_and_area,flop_area,0.0307,mm^2
worst_setup_path,crit_arrival,5.23,ns
worst_hold_path,hold_end,"registers[26][26]",
power_and_ir_drop,p_seq_share,49.5,%
floorplanning,dieWidth,346,um
synthesis,synth.largest_area_cell,"edfxtp_1",
grt,grt_max_degree,78,
floorplanning,die_area,0.120,mm^2
cells_and_area,largest-register,"registers",
timing,period_needed,6.97,ns
grt,grt-ovfl-total,0,
synthesis,synthCells,2324,
cells_and_area,largest_register_ffs,1024,
==> kinds of logic after synthesis <==
family	after synthesis	synth area share, %
AOI/OAI and AO/OA	307	4.78
DFF	1024	65.1
buffers and inverters	202	2.22
muxes	704	27.1
and+or+nand+nor	87	0.826
==> placed cells by master (no fill, tap or decap), types with 51 or more instances in the layout <==
cell / instances
a221oi_1: 51
a22oi_1: 64
a31oi_1: 64
buf_4: 109
clkbuf_16: 108
clkdlybuf4s50_1: 102
edfxtp_1: 1024
mux2_2: 128
mux2i_1: 128
mux4_2: 448
o221ai_1: 64
==> routing by layer <==
layer / vias to the layer above / share of wire [%] / track usage (%)
met5: - / 0.45 / 4.20
met3: 338 / 19 / 24.1
met2: 2271 / 46 / 39.5
met1: 13465 / 30 / 31.4
li1: 10555 / - / -
met4: 20 / 3.8 / 8.50
==> cell type report <==
cell class | count | area share, %
well taps | 1524 | 3.52
flip-flops and latches | 1024 | 56.8
clock buffers | 121 | 5.09
clock inverters | 81 | 1.55
diodes | 4 | 0.0185
repair buffers | 227 | 3.83
multi-input cells | 1098 | 29.1
inverters | 2 | 0.0208
==> worst max-delay path: stages <==
cell,delay (ns)
buf_4,0.58
buf_4,0.62
nor2b_4,0.14
buf_4,0.36
a221oi_1,0.35
o21ai_1,0.11
a31oi_1,0.62
clkdlybuf4s50_1,0.61
==> through the flow <==
step                total power, mW  area [um^2]  hold slack [ns]
floorplan                      6.16        47300             1.84
detailed placement             6.58        50500             2.58
finish                         11.1        54100             1.88
CTS                            11.2        54100             1.85
global placement               6.56        50500             2.56
global route                   11.5        54100             1.89
==> how the worst max path moves through the flow <==
stage         slack [ns]  startpoint  endpoint  cells past startpoint
finish              1.73       A2[1]   RD2[17]                      8
global route        1.64       A1[0]   RD1[15]                      8
CTS                 1.81       A2[1]   RD2[17]                      8
==> power groups by stage <==
stage     Combinational [mW]  Sequential (mW)  Clock (mW)
6_report               0.963             5.51        4.67
5_1_grt                 1.02             5.52        4.92
4_1_cts                0.960             5.51        4.74
Power figures rest on the tool's default switching activity, not on a simulated workload.
